==> /design/flow/design.v <==
module getNextState (
    input [2:0] currentState,
    output [2:0] nextState
);
    wire a;
    wire b;
    wire c;
    assign c = currentState[0];
    assign b = currentState[1];
    assign a = currentState[2];
    assign nextState[2] = (a & ~b) | (a & ~c) | (~a & b & c);
    assign nextState[1] = (~b & c) | (b & ~c);
    assign nextState[0] = ~c;
endmodule
module threeBitCounter (
    input clk,
    input reset,
    output reg [2:0] count
);
    wire[2:0] count_new;
    getNextState gt(.currentState(count), .nextState(count_new));
    always @(posedge clk) begin
        if (reset==1'b1) begin
            count<=3'b000;
        end else begin
            count <= count_new;
        end
    end
endmodule
module counterToLights (
    input [2:0] count,
    output [2:0] rgb
);
    wire a;
    wire b;
    wire c;
   assign a=count[2];
   assign b=count[1];
   assign c=count[0];
   assign rgb[2] = ~b&~c | a&~b | ~a&b&c; 
   assign rgb[1] = ~b&~c | ~a&~b | ~a&~c;
   assign rgb[0] = b&~c | ~a&~c | a&~b&c;
endmodule
module rgbLighter (
    input clk,
    input reset,
    output [2:0] rgb
);
    wire[2:0] count;
    threeBitCounter cnt (.clk(clk), .reset(reset), .count(count));
    counterToLights ctl (.count(count), .rgb(rgb));
endmodule
==> /design/flow/run.sh <==
#!/bin/bash
# OpenROAD 26Q1-2900-gdf79404cd8, Yosys 0.63+post, stock flow scripts
make -C /OpenROAD-flow-scripts/flow DESIGN_CONFIG=/design/flow/config.mk WORK_HOME=/design/flow/orfs finish
==> /design/flow/config.mk <==
export PLATFORM = sky130hd
export DESIGN_NAME = rgbLighter
export DESIGN_NICKNAME = rgbLighter
export VERILOG_FILES = /design/flow/design.v
export SDC_FILE = /design/flow/constraint.sdc
export NUM_CORES = 4
export LEC_CHECK = 1
export CORE_AREA = 10 10 70 70
export DIE_AREA = 0 0 80 80
==> /design/flow/constraint.sdc <==
current_design rgbLighter

set clk_period 1.0
set clk_io_pct 0.2

create_clock -name clk0 -period $clk_period [get_ports {clk}]

set non_clock_inputs [all_inputs -no_clocks]
set_input_delay [expr $clk_period * $clk_io_pct] -clock clk0 $non_clock_inputs
set_output_delay [expr $clk_period * $clk_io_pct] -clock clk0 [all_outputs]
==> run summary <==
The synthesis and place-and-route flow finished, so here is a summary.

The flow ran to the end, but the final reports show violations. The checks that failed: setup timing. The number of cells on the worst reg-to-reg path came out at 4.

The data required time at the worst endpoint came out at approximately 0.80 ns. Clock tree synthesis inserted a total of 3 buffers. The chip area line in the Yosys stat output reads about 170 sq um. The slew at the pin with the worst max-slew slack came out at 0.1411 ns. Entering global routing, the biggest net connects 6 pins. STA classifies the critical path endpoint as a primary output. The final worst slack is -0.3283 ns. Endpoints failing hold in the final report were tallied at 0.

The largest registers in the layout are cnt.count: 3 flops. The chip footprint is 6400 sq um. The floorplan step set the die height to ~80 microns.

The OpenROAD warning count is 28. The width of the die is 80 microns. The half-perimeter wire length after placement is 335.8 microns.

TritonCTS built the clock tree. The largest incremental delay on the critical path is 0.35 ns. Per the timing report, the most critical flop-to-flop path originates at cnt.count[1]$_SDFF_PP0_. No sink is reached through more buffers than the 2 on the longest clock path. The largest register by flop count is cnt.count.

The number of placed I/O pins came out at 5. The share of the core filled by cells before placement came out at 5.018%. Recorded from the global router log, the overflow total was 0.

The launch point of the critical path was reported as cnt.count[0]$_SDFF_PP0_. The tree built by TritonCTS fans out to 3 sinks. The worst path uses 132.8% of the clock period. The internal reg-to-reg setup slack is 0.09 ns.

The total wire length came out at between 400 and 500 microns. The worst vdd rail ir drop came out at 0.0002154 V. The average instance area after synthesis came out at 9.022 sq um. The number of port buffers is 4. The clock latency reported for the late side of the worst-skew pair is 0.23 ns. Max-slew check failures listed in the final report amount to 0. The number of buffer and inverter instances along the worst setup path is 2. The post-route DRC violation count is 0. STA classifies the critical path startpoint as a flop. The number of global-route vias before repair came to about 190. The timing-limited maximum frequency came out at between 700 and 800 MHz. In the setup report, the worst path falls into the class flop to primary output.

The number of logic stages on the critical path including buffering is 5. For this sky-water flow run, the detailed-routed wirelength per cell is reported as ~6.2 microns. The final setup violation count is 3. The number of search-and-repair iterations in the first detailed-routing pass is 2. After layout, the setup clock skew is reported as 0.0009601 ns.

The quantity of hold-fixing buffers added after cts came out at 0. The number of cells in the yosys synthesis report is 19. The time the worst path needs with I/O delays and setup came out at 1.328 ns. Looking at the critical path, the single cell with the biggest stage delay is sky130_fd_sc_hd__dfxtp_4. The total core area came out at 3416 sq um. The sequential area share after synthesis came out at 35.04%. The total power per unit cell area is 1234 nW/um^2. The capture point of the worst register-to-register path is recorded as cnt.count[2]$_SDFF_PP0_. Setup repair after global routing could not meet its margin everywhere.

The arrival time reported for the critical path endpoint is 1.13 ns. The first-pass GRT wire length is 869 microns. The total routing resource utilization after global routing came out at approximately 1.8%. The cell at the root of the clock tree is sky130_fd_sc_hd__clkbuf_4.

The placement row count came out at 21. The antenna cell count is 0. The max-slew check reports its worst relative slack as 90.56%. The max-cap violation count is 0. The type of the tightest min-delay check is input port to flop. The synthesized design contains 3 register bits. The H-tree level count came out at 1. The number of flip-flops under the largest register name is 3.

The critical-path maximum fanout came out at 3. In this run the cell area of the synthesized design comes to between 150 and 200 sq um. The critical path endpoint is rgb[0]. The total leakage power came out at around 0.15 nW. The number of warnings printed during yosys synthesis came out at 1.

The fraction of layout instances using a drive strength above 1 came out at 73.53%. The pre-CTS worst setup slack came out at -0.4831 ns. Listed in order, past its start point the critical path passes inv_4 > ha_4 > o21ba_4 > o21ai_1 > buf_2. The number of vias after detailed routing came out at 180. The area growth from synthesis to layout is 126.3%. Once detail routing completed, the nets flagged for antenna violations numbered 0. The finished cells cover 387.9 sq um.

The cell family contributing the most delay on the critical path is flip-flops. RePlAce ended its routability-driven mode at a weighted congestion of 0.6470. The clock-pin slew reported for the worst setup and hold paths after clock tree synthesis is 0.04 ns. The number of distinct library cells after synthesis came out at 14. The post-synthesis instance total came out at 19. The number of antenna violations at the first check in global routing is 0. The placement stage leaves a total instance area of 287.8 sq um. The power consumption came out at 0.4784 mW. The average vias per placed instance is 2.250.

The violation count after the first detailed-route iteration is 8.
==> stage by stage <==
step	hold slack [ns]	util, %	instances	TNS [ns]
final	0.5662	11.36	80	-0.7629
after global routing	0.5636	11.36	80	-0.9413
after CTS	0.5619	11.65	83	-1.159
after detailed placement	0.4233	8.425	71	-1.243
after global placement	0.4125	8.425	71	-1.142
after floorplan	0.2593	-	19	0
==> per-layer routing <==
layer | vias up | routed length, microns | part of all wire (%) | track usage, %
li1 | 94 | - | - | -
met2 | 9 | 167 | 34 | 2.006
met1 | 77 | 213 | 43 | 1.788
met5 | - | 0 | 0 | 0
met4 | 0 | 0 | 0 | 0.5282
met3 | 0 | 114 | 23 | 2.386
==> cells in the final DEF, fill, tap and decap left out <==
cell and n:
sky130_fd_sc_hd__buf_2 3, sky130_fd_sc_hd__clkbuf_4 3, sky130_fd_sc_hd__a21bo_1 1, sky130_fd_sc_hd__nor2b_1 1
sky130_fd_sc_hd__buf_4 5, sky130_fd_sc_hd__o21ba_4 1, sky130_fd_sc_hd__clkdlybuf4s50_1 1, sky130_fd_sc_hd__o21ai_1 1
sky130_fd_sc_hd__nand2b_1 1, sky130_fd_sc_hd__dfxtp_2 1, sky130_fd_sc_hd__buf_6 2, sky130_fd_sc_hd__dfxtp_4 2
sky130_fd_sc_hd__nand3_2 1, sky130_fd_sc_hd__inv_4 1, sky130_fd_sc_hd__inv_2 2, sky130_fd_sc_hd__ha_4 2
sky130_fd_sc_hd__clkbuf_1 1, sky130_fd_sc_hd__nand3b_1 1, sky130_fd_sc_hd__nor2_1 1, sky130_fd_sc_hd__a21o_2 1
sky130_fd_sc_hd__nand2_1 1, sky130_fd_sc_hd__a21oi_2 1
==> how the worst min path moves through the flow <==
| stage | start | endpoint | cells after the start |
|---|---|---|---|
| 5_1_grt | reset | cnt.count[0]$_SDFF_PP0_ | 2 |
| 4_1_cts | reset | cnt.count[0]$_SDFF_PP0_ | 2 |
| 6_report | reset | cnt.count[0]$_SDFF_PP0_ | 2 |
==> cell usage after synthesis, drive strengths merged <==
cell    number  share of area, %
dfxtp        3                35
inv          3               6.6
ha           2                15
a21bo        1               5.8
a21o         1               5.1
a21oi        1               5.1
nand2        1               2.2
nand2b       1               3.7
nand3        1               2.9
nand3b       1               4.4
nor2         1               2.2
nor2b        1               3.7
o21ai        1               2.9
o21ba        1               5.8
==> power by group <==
| group | switching [mW] | internal [mW] | total (mW) |
|---|---|---|---|
| clock network | 0.0626 | 0.150 | 0.212 |
| registers | 0.0156 | 0.131 | 0.147 |
| logic | 0.0420 | 0.0778 | 0.120 |
| total | 0.120 | 0.358 | 0.478 |
==> cell families after synthesis <==
logic type	after synthesis	synth area share, %
buffers and inverters	3	6.569
AOI/OAI and AO/OA	5	24.82
DFF	3	35.04
adders and majority gates	2	14.60
and+or+nand+nor	6	18.98
==> final cells by class <==
type / count / area [sq um]
timing repair buffer: 11 / 85.08
clock buffer: 4 / 26.28
fill: 398 / 3028
multi-input combinational: 13 / 136.4
inverter: 3 / 13.76
tap: 46 / 57.56
sequential: 3 / 68.82
==> what timing repair did <==
item,CTS,global route
gates resized,19,9
setup buffers,9,2
endpoints found under the setup margin,3,4
pin swaps,5,3
Power figures rest on the tool's default switching activity, not on a simulated workload.

**flow/run.sh**
```bash
#!/bin/bash
# OpenROAD 26Q1-2900-gdf79404cd8, Yosys 0.63+post, stock flow scripts
make -C /OpenROAD-flow-scripts/flow DESIGN_CONFIG=/design/flow/config.mk WORK_HOME=/design/flow/orfs finish
```
**flow/config.mk**
```make
export PLATFORM = sky130hd
export DESIGN_NAME = system_4a_plus_b
export DESIGN_NICKNAME = system_4a_plus_b
export VERILOG_FILES = /design/flow/design.v
export SDC_FILE = /design/flow/constraint.sdc
export NUM_CORES = 4
export LEC_CHECK = 1
export CORE_AREA = 10 10 81 81
export DIE_AREA = 0 0 91 91
```
**flow/constraint.sdc**
```tcl
current_design system_4a_plus_b

set clk_period 2.1
set clk_io_pct 0.2

create_clock -name clk0 -period $clk_period [get_ports {clk}]

set non_clock_inputs [all_inputs -no_clocks]
set_input_delay [expr $clk_period * $clk_io_pct] -clock clk0 $non_clock_inputs
set_output_delay [expr $clk_period * $clk_io_pct] -clock clk0 [all_outputs]
```
**flow/design.v**
```verilog
module fourBitAdder(
    input wire[3:0] a,
    input wire[3:0] b,
    output wire[3:0] S,
    output wire Cout
);
    wire [2:0] C;
    fullAdder f1(.a(a[0]), .b(b[0]), .c(1'b0), .S(S[0]), .C(C[0]));
    fullAdder f2(.a(a[1]), .b(b[1]), .c(C[0]), .S(S[1]), .C(C[1]));
    fullAdder f3(.a(a[2]), .b(b[2]), .c(C[1]), .S(S[2]), .C(C[2]));
    fullAdder f4(.a(a[3]), .b(b[3]), .c(C[2]), .S(S[3]), .C(Cout));
endmodule
module fullAdder(
    input wire a, b, c,
    output wire S, C
);
    assign S = a ^ b ^ c;
    assign C = a&b | b&c | c&a;
endmodule
module sequential_circuit_M(
    input wire clk,
    input wire reset,
    input wire u,          
    input wire L,          
    output wire alpha,     
    output wire beta,      
    output wire gamma,     
    output wire z          
);
    reg y1, y2;
    wire Y1, Y2;
    always @(posedge clk or posedge reset) begin
        if (reset) begin
            y1 <= 1'b0;
            y2 <= 1'b0;
        end else begin
            y1 <= Y1;
            y2 <= Y2;
        end
    end
    assign Y1 = y2;
    assign Y2 = (~y1 & y2) | (u & ~y1) | (~L & y2);
    assign alpha = ~y1 & y2;
    assign beta = y1 & y2;
    assign gamma = y1 & y2;
    assign z = y1 & ~y2;
endmodule
module sequential_circuit_M_behavioral(
    input wire clk,
    input wire reset,
    input wire u,          
    input wire L,          
    output reg alpha,      
    output reg beta,       
    output reg gamma,      
    output reg z           
);
    parameter STATE_A_IDLE = 2'b00;
    parameter STATE_B_LOAD = 2'b01;
    parameter STATE_C_ADD  = 2'b11;
    parameter STATE_D_DONE = 2'b10;
    reg [1:0] state, nxt_state;
    always @(posedge clk or posedge reset) begin
        if (reset) begin
            state <= STATE_A_IDLE;
        end else begin
            state <= nxt_state;
        end
    end
    always @(*) begin
        alpha = 1'b0;
        beta  = 1'b0;
        gamma = 1'b0;
        z     = 1'b0;
        nxt_state = state;  
        case (state)
            STATE_A_IDLE: begin
                if (u == 1) begin
                    nxt_state = STATE_B_LOAD;
                end else begin
                    nxt_state = STATE_A_IDLE;
                end
            end
            STATE_B_LOAD: begin
                alpha = 1'b1;
                nxt_state = STATE_C_ADD;
            end
            STATE_C_ADD: begin
                beta = 1'b1;
                gamma = 1'b1;
                if (L == 1) begin
                    nxt_state = STATE_D_DONE;
                end else begin
                    nxt_state = STATE_C_ADD;
                end
            end
            STATE_D_DONE: begin
                z = 1'b1;
                if (u == 0) begin
                    nxt_state = STATE_A_IDLE;
                end else begin
                    nxt_state = STATE_D_DONE;
                end
            end
            default: begin
                nxt_state = STATE_A_IDLE;
            end
        endcase
    end
endmodule
module twoBitCounter(
    input wire gamma,
    input wire clk,
    input wire reset,
    output reg [1:0] count
);
    always @(posedge clk) begin
        if (reset) begin
            count<=2'b00;
        end
        else if (gamma) begin
            count <= count + 2'b01;
        end
    end
endmodule
module datapath(
    input wire[3:0] a,
    input wire[3:0] b,
    input clk, reset, alpha, beta,
    output wire [3:0] out
);
    wire [3:0] adder_out;
    wire cout;
    X_reg x_reg(.adder_out(adder_out), .b_in(b), 
        .alpha(alpha), .beta(beta), .reset(reset),
        .clk(clk), .x_out(out));
    fourBitAdder add(.a(a), .b(out), .S(adder_out), .Cout(cout));
endmodule
module X_reg(
    input wire[3:0] adder_out,
    input wire[3:0] b_in,
    input wire clk,
    input wire alpha,
    input wire beta,
    input wire reset,
    output reg[3:0] x_out
);
    always @(posedge clk) begin
        if (reset) begin
            x_out<=4'b0000;
        end
        else if (alpha) begin
            x_out <= b_in;
        end
        else if (beta) begin
            x_out <= adder_out;
        end
    end
endmodule
module system_4a_plus_b(
    input wire clk,
    input wire reset,
    input wire u,              
    input wire [3:0] a,        
    input wire [3:0] b,        
    output wire [3:0] result,  
    output wire z              
);
    wire alpha;
    wire beta;
    wire gamma;
    wire L;
    wire [1:0] k_count;  
    sequential_circuit_M_behavioral controller (
        .clk(clk),
        .reset(reset),
        .u(u),
        .L(L),
        .alpha(alpha),
        .beta(beta),
        .gamma(gamma),
        .z(z)
    );
    datapath datapath_unit (
        .clk(clk),
        .reset(reset),
        .alpha(alpha),
        .beta(beta),
        .a(a),
        .b(b),
        .out(result)
    );
    twoBitCounter counter (
        .clk(clk),
        .reset(reset),       
        .gamma(gamma),
        .count(k_count)
    );
    assign L = (k_count == 2'b11);
endmodule
```
==> run notes <==
For the global routing met1 resource utilization, the log shows 3.39%. In the power breakdown, the internal column shows 564 uW. The cell count of the worst reg-to-reg path is 6, and the overall die width is 91 um. The worst-case IR drop observed on VDD is 0.000305 V.

Entering global routing, the biggest net connects 9 pins. Across every metal layer, demand over resource in global routing totals 2.74%. For this run the aggregate overflow at the end of global routing stands at 0. The script computed the net switching share of total power as 30.9%.

Library cell with the highest instance count after synthesis: dfxtp_1. The core region is 4820 um^2. The run gives 10.9% for the effective utilization at floorplan. By startpoint and endpoint, the worst setup path is classified as in -> reg. After filler insertion, the fill cell instance count of the layout stands at 546. The tools report the final cell area excluding filler cells as 779 um^2. After synthesis the netlist holds a flip-flop and latch count of 10.

Note that the worst hold path type here is in -> async. The number of hold buffers added after cts was 0. For this run, design rule violations remaining after detail routing come to 0. The tools report the count of yosys warnings during synthesis as 3.

The data required time at the worst endpoint was 2220 ps; the height of the chip was 91 um. In the Yosys report the total cell count is 47. The tools report the global routing usage on met3 as 2.99%. Dividing the detail-routed wire length by the instance count gives 9.17 um. STA puts the critical path data arrival time at 2090 ps. With the via count of the first global-routing pass at 393, the last weighted congestion value of the routability-driven placer is 0.715. Cell area after placement: 716 um^2. TritonCTS built the clock tree. The area taken by flip-flops and latches was 221 um^2. Among the stages of the critical path, the cell type that occurs most often is fa_2. The flow reports that the clock network draws 24.7% of the design power. For the post-CTS setup buffer count, the log shows 0. The violation tally from detailed-route iteration zero is 2. The run gives 1050 nW/um^2 for the total power divided by cell area. The tools report the endpoint of the worst-slack reg-to-reg timing path as datapath_unit.x_reg.x_out[3].

Total wire length: 1.17 mm. The final worst clock skew is 3.18 ps, and the wire length of the first global-routing pass is 1.84 mm. The share of layout cells above drive strength 1 is 21.3%, and the post-synthesis async set-or-reset flop share is 40.0%.

Warnings raised by the tools during the run amount to 25. The flow ran to the end, and the final reports show no timing, DRC or antenna violations. On the worst setup and hold paths after CTS, the clock-pin slew comes to 50 ps.

After floorplanning, the core was divided into 25 placement rows. For the net switching component of the power, the log shows 252 uW. On the critical path, the stage with the largest delay is an instance of fa_2. In this run, flip-flops and latches consume 37.4% of the power. Setup repair after global routing left no endpoint under its margin. The cell count after synthesis came out at 47.

dfxtp_1 takes more of the synthesized area than any other cell. The logs give 1 for the number of levels the H-tree was split into and 273 um^2 for the area used by multi-input combinational logic. In the log, the iteration count for the first detailed-route pass is 2. The detailed router placed 377 vias in this run. Boundary pin count: 16. The signal on the critical path passes through dlygate4sd2_1 -> ha_2 -> fa_2 -> fa_2 -> xor2_2 -> and4_4 -> nor3_2. Antenna repair during routing inserted a diode count of 0. For this run, the slowest stage of the critical path takes 400 ps. Yosys mapped the design onto 24 distinct sky130hd cell types. The yosys stat chip area is 523 um^2. The max-cap check violation count is 0, and the fraction of synthesized cell area taken by the top area cell type is 23.0%.

The startpoint type of the worst setup path was an input pin. Summing every instance area after synthesis gives 523 um^2. The measured slew at the worst slew-check pin came out at 476 ps. Per the OpenROAD floorplan log, the area of the die is 8280 um^2. For the source-to-sink clock delay at the later pin of the worst-skew pair, the log shows 230 ps. The total buffers and inverters traversed by the critical path is 1.

Of the available clock period, the critical path in the final layout requires 94.0%. Per the final timing report, the hold violations number 0. The cell total after placement came out at 124. The number of antenna violations at the first check in global routing is 0.

The share of the Yosys chip area taken by registers is 42.3%. For reference, the top cells by count after synthesis are 6 x dfxtp_1, 4 x buf_4, 4 x mux2i_1, 4 x nor2_1. In this run, the combinational gates consume 37.9% of the power. The signed area change from the synthesized netlist to the final layout works out to 49.0%. Most crowded layer after global routing: met1. The leakage component of the power was reported as 0.000325 uW. With the top achievable clock speed at 506 MHz, the final-report max-slew violation count is 0. For reference, the post-synthesis area per instance comes to 11.1 um^2. After routing, the total negative slack on setup checks comes to 0 ps. Startpoint of the worst register-to-register path: datapath_unit.x_reg.x_out[0]. The kind of cell with the highest combined delay along the critical path is adder cells.

Per the detail_route report, vias per standard cell equal 2.95. The prevailing post-synth register cell is dfxtp_1. The worst-case reg-to-reg setup slack stands at 240 ps. After layout, the minimum clock period comes to 1970 ps. The maximum net fanout on the critical path came out at 2.

The final-report setup violation count was 0. Per the placement log, port buffering inserted 15 buffers. The number of enable flip-flop cells came out at 0.

In this run the tightest slew margin relative to its limit is 68.2%. The main area contributors are dfxtp_1 23%, dfrtp_1 14%, fa_1 7.7%. The root buffer cell chosen for the clock tree is clkbuf_8. Once detail routing completed, the nets flagged for antenna violations numbered 0. STA classifies the critical path endpoint as a flop. The CTS report gives the tree buffer count as 3. In this run, post-CTS repair resized a total of 6 instances. The global routing report lists met2 layer usage as 3.16%. The final total power was 816 uW. The deepest clock path buffer count was 2. The logs give 128 for the final cell count without fillers and 10 for the number of sinks handled by clock tree synthesis.
==> registers in the layout, indices dropped and copies added, names as in the netlist <==
| signal | flops |
|---|---|
| controller.state | 4 |
| datapath_unit.x_reg.x_out | 4 |
| counter.count | 2 |
==> area by class of cell <==
class                           instances  share of cell area, %
Tap cell                               67                   10.8
Timing Repair Buffer                   15                   19.1
Multi-Input combinational cell         30                   35.0
Inverter                                2                  0.963
Clock buffer                            4                   5.78
Sequential cell                        10                   28.4
==> routing by layer <==
layer	vias up	share of wire [%]
met1	167	47
met5	-	0
met2	21	34
met3	2	19
met4	0	0.77
li1	187	-
==> through the flow <==
| stage | hold WS (ps) | worst slack (ps) | utilization (%) |
|---|---|---|---|
| after floorplan | 211 | 134 | - |
| after global placement | 480 | -336 | 14.9 |
| after detailed placement | 497 | -338 | 14.9 |
| after CTS | 503 | 124 | 16.2 |
| after global routing | 537 | 58.9 | 16.2 |
| final | 499 | 125 | 16.2 |
==> power groups by stage <==
stage	sequential, uW	combinational, uW	clock [uW]
CTS	306	316	206
global route	315	354	215
finish	305	310	201
==> worst register-to-register path, delay by kind of cell, from the launching register on <==
kind	cells	cell delay, ps
flip-flops	1	320
XOR/XNOR	1	180
adder cells (fa/ha/maj)	3	970
AND/OR/NAND/NOR	2	280
==> worst max path at each step <==
stage,start,to,slack (ps),depth (start not counted)
6_report,a[0],datapath_unit.x_reg.x_out[3],130,7
5_1_grt,a[0],datapath_unit.x_reg.x_out[3],60,7
4_1_cts,a[0],datapath_unit.x_reg.x_out[3],120,7
==> cell families after synthesis <==
family          synth area share [%]
compound gates                  11.2
simple gates                    13.6
flops                           42.3
buf+inv                         9.33
mux                             7.66
fa+ha+maj                       12.4
xor+xnor                        3.35
==> placed cells by master, fill, tap and decap left out, types with 2 or more instances in the layout <==
| cell | netlist | final |
|---|---|---|
| inv_1 | 2 | 2 |
| dfrtp_1 | 3 | 3 |
| mux2i_1 | 4 | 4 |
| o21ai_0 | 2 | 2 |
| o21ai_1 | 2 | 2 |
| nor2_1 | 4 | 4 |
| fa_2 | 0 | 2 |
| dfxtp_1 | 6 | 6 |
| clkbuf_8 | 0 | 3 |
| clkdlybuf4s50_1 | 0 | 14 |
| a21oi_1 | 3 | 3 |
Power figures rest on the tool's default switching activity, not on a simulated workload.
